==> ./config.mk <==
export PLATFORM = sky130hd
export DESIGN_NAME = spi_topf
export DESIGN_NICKNAME = spi_topf
export VERILOG_FILES = /design/flow/design.v
export SDC_FILE = /design/flow/constraint.sdc
export NUM_CORES = 4
export LEC_CHECK = 1
export CORE_AREA = 10 10 74 74
export DIE_AREA = 0 0 84 84
==> ./constraint.sdc <==
current_design spi_topf

set clk_period 1.5
set clk_io_pct 0.2

create_clock -name clk0 -period $clk_period [get_ports {sclk}]

set non_clock_inputs [all_inputs -no_clocks]
set_input_delay [expr $clk_period * $clk_io_pct] -clock clk0 $non_clock_inputs
set_output_delay [expr $clk_period * $clk_io_pct] -clock clk0 [all_outputs]
==> ./design.v <==
`timescale 1ns / 1ps
module spi_masterf( input clk, rst, miso,  
input [1:0] slave, dtf, 
output reg sclk, mosi, ssb1, ssb2
    );
reg [7:0] stor_reg1,stor_reg2;
reg [2:0] k,p;
always @(clk)
begin
if(rst)
begin
stor_reg1 = 8'b01110101;
k = 0;
p = 0;
sclk = 0;
mosi = 0;
ssb1 = 0;  
ssb2 = 0;
end
else if(dtf == 2'b01 || dtf == 2'b10 || dtf == 2'b11)
begin
sclk = clk;
if(clk)
begin
if(slave == 2'b01)
begin
ssb1 = 1;
ssb2 = 0;
end
else if(slave == 2'b10)
begin
ssb2 = 1;
ssb1 = 0;
end
else
begin
ssb1 = 0;
ssb2 = 0;
end
end
if(dtf == 2'b10 & clk)
begin
mosi = stor_reg1[k];
k = k + 1;
end
else if (dtf == 2'b01 & clk) 
begin
stor_reg2[p] = miso;
p = p + 1;
end
else if (dtf == 2'b11 & clk)
begin
mosi = stor_reg1[k];
k = k + 1;
stor_reg2[p] = miso;
p = p + 1;
end
end
end
endmodule
module spi_slave1f(input sclk, mosi, ssb, 
input [1:0] dtf,  
output reg miso
);
reg [7:0] stor_reg1,stor_reg2;
reg [2:0] i,j;
initial 
begin
stor_reg2 = 8'b01010010;
i = 0;
j = 0;
end 
always @(posedge sclk)
begin
if(((dtf == 2'b10) || (dtf == 2'b11) )&& ssb)
begin
stor_reg1[i] = mosi;
i = i + 1;
end
if(((dtf == 2'b01) || (dtf == 2'b11) )&& ssb)
begin
miso = stor_reg2[j];
j = j + 1;
end
end
endmodule
module spi_slave2f(input sclk, mosi, ssb, 
input [1:0] dtf,  
output reg miso
);
reg [7:0] stor_reg1,stor_reg2;
reg [2:0] i,j;
initial 
begin
stor_reg2 = 8'b01010010;
i = 0;
j = 0;
end 
always @(posedge sclk)
begin
if(((dtf == 2'b10) || (dtf == 2'b11) )&& ssb)
begin
stor_reg1[i] = mosi;
i = i + 1;
end
if(((dtf == 2'b01) || (dtf == 2'b11) )&& ssb)
begin
miso = stor_reg2[j];
j = j + 1;
end
end
endmodule
module spi_topf (clk, rst, miso, mosi, dtf, sclk, ssb1, ssb2, slave );
input clk, rst;
inout miso, mosi;
inout sclk, ssb1, ssb2;
input [1:0] slave, dtf;
wire miso1, miso2;
assign miso = ((slave == 2'b01) ? miso1 : miso2) && ((dtf == 2'b01) || (dtf == 2'b11));
spi_masterf p1 (clk, rst, miso, slave, dtf, sclk, mosi, ssb1, ssb2 );
spi_slave1f p2 (sclk, mosi, ssb1, dtf, miso1);
spi_slave2f p3 (sclk, mosi, ssb2, dtf, miso2);
endmodule
==> ./run.sh <==
#!/bin/bash
# OpenROAD 26Q1-2900-gdf79404cd8, Yosys 0.63+post, stock flow scripts
make -C /OpenROAD-flow-scripts/flow DESIGN_CONFIG=/design/flow/config.mk WORK_HOME=/design/flow/orfs finish
==> commit_impl_results.txt <==
Record implementation results from latest flow run

- The run stopped with a tool error.
- Per the run summary, the flow got no further than clock tree synthesis.
- The tool reported: "[error] [KeplerFormal.cpp:679] Workflow failed: Iso has multiple drivers: .sclk0, sclk$_DLATCH_N_.Q0".
- The synthesized netlist has a Yosys-reported chip area of between 600 and 700 um^2.
- The synthesized netlist occupies a cell area of about 670 um^2.
* Port Buf Inserts: 6
- In this run the number of H-tree levels came out at 1.
- Count of standard-cell rows: 23
- The report lists the number of cells resized after CTS as 0.
- Count of mapped cells out of synthesis: ~60
- Unique cell types: 18
- Die Y: 84 um
- The number of hold buffers added after CTS was 0.
* Register pins left without a clock: 7
* Number of synthesized register bits: 15
- Cell count in the Yosys report: about 60
- Synth top area cells: edfxtp_1, ha_1, dlxtn_1
- A synthesized cell averages approximately 11 um^2.
- Initial Utilization: 17.0%
* Post-CTS setup buffers: 0
* Most common reg cell: edfxtp_1
- Half-perimeter wire length after placement: between 800 and 900 um
- Area leader share: 35.6%
- Width of the die: 84 um
- The clock passes through at most 2 buffers.
- The synthesized design contains 8 enable-type register cells.
- In this run, CTS created clock tree buffers numbering 3.
* Number of warnings reported in the yosys synthesis log: 9
* Fraction of synthesis flops using an asynchronous set or reset pin: 0%
- IO Pins: 11
- Top cell type by total area after synthesis: edfxtp_1
* Count of endpoints without a timing constraint: 11
- Clock tree root driver cell: clkbuf_8
* Worst Setup Slack post-DPL: between 0.05 and 0.06 ns
- RePlAce Congestion: about 0.75
==> synth_stat cells, types with 2 or more instances <==
library cell,instances
inv_1,6
nand2_1,2
a21oi_1,3
dlxtn_1,7
and2_1,2
nor2_1,7
edfxtp_1,8
ha_1,11
nor3_1,2
nor2b_1,3
xor2_1,2
==> cells by family after synthesis <==
family	Yosys count	synth area share, %
xor gates and xnor gates	3	3.90
muxes	1	1.48
latches	7	15.6
DFF	8	35.6
adders and majority gates	11	20.4
buffers and inverters	7	5.01
AOI/OAI and AO/OA	5	4.45
and+or+nand+nor	18	13.5
==> per-stage QoR <==
stage,util (%),hold slack [ns],instance area (um^2),instances,total power [mW]
floorplan,-,0.590,674,60,0.0394
global placement,19.8,0.610,786,115,0.0598
detailed placement,19.8,0.629,786,115,0.0610
Power figures rest on the tool's default switching activity, not on a simulated workload.
